==> flow/design.v <==
module clock_div
#(
    parameter DIVIDE_BY = 17  
)
(
    input clock,
    input reset,
    output div_clock
);
    wire [16:0] ClkData;  
    wire [16:0] ClkOut;  
    assign div_clock = ClkOut[DIVIDE_BY - 1];
    dff div0 (
        .reset(reset),
        .clock(clock),
        .D(ClkData[0]),
        .Q(ClkOut[0]),
        .NotQ(ClkData[0])
    );
    dff div1 (
        .reset(reset),
        .clock(ClkOut[0]),
        .D(ClkData[1]),
        .Q(ClkOut[1]),
        .NotQ(ClkData[1])
    );
    dff div2 (
        .reset(reset),
        .clock(ClkOut[1]),
        .D(ClkData[2]),
        .Q(ClkOut[2]),
        .NotQ(ClkData[2])
    );
    dff div3 (
        .reset(reset),
        .clock(ClkOut[2]),
        .D(ClkData[3]),
        .Q(ClkOut[3]),
        .NotQ(ClkData[3])
    );
    dff div4 (
        .reset(reset),
        .clock(ClkOut[3]),
        .D(ClkData[4]),
        .Q(ClkOut[4]),
        .NotQ(ClkData[4])
    );
    dff div5 (
        .reset(reset),
        .clock(ClkOut[4]),
        .D(ClkData[5]),
        .Q(ClkOut[5]),
        .NotQ(ClkData[5])
    );
    dff div6 (
        .reset(reset),
        .clock(ClkOut[5]),
        .D(ClkData[6]),
        .Q(ClkOut[6]),
        .NotQ(ClkData[6])
    );
    dff div7 (
        .reset(reset),
        .clock(ClkOut[6]),
        .D(ClkData[7]),
        .Q(ClkOut[7]),
        .NotQ(ClkData[7])
    );
    dff div8 (
        .reset(reset),
        .clock(ClkOut[7]),
        .D(ClkData[8]),
        .Q(ClkOut[8]),
        .NotQ(ClkData[8])
    );
    dff div9 (
        .reset(reset),
        .clock(ClkOut[8]),
        .D(ClkData[9]),
        .Q(ClkOut[9]),
        .NotQ(ClkData[9])
    );
    dff div10 (
        .reset(reset),
        .clock(ClkOut[9]),
        .D(ClkData[10]),
        .Q(ClkOut[10]),
        .NotQ(ClkData[10])
    );
    dff div11 (
        .reset(reset),
        .clock(ClkOut[10]),
        .D(ClkData[11]),
        .Q(ClkOut[11]),
        .NotQ(ClkData[11])
    );
    dff div12 (
        .reset(reset),
        .clock(ClkOut[11]),
        .D(ClkData[12]),
        .Q(ClkOut[12]),
        .NotQ(ClkData[12])
    );
    dff div13 (
        .reset(reset),
        .clock(ClkOut[12]),
        .D(ClkData[13]),
        .Q(ClkOut[13]),
        .NotQ(ClkData[13])
    );
    dff div14 (
        .reset(reset),
        .clock(ClkOut[13]),
        .D(ClkData[14]),
        .Q(ClkOut[14]),
        .NotQ(ClkData[14])
    );
    dff div15 (
        .reset(reset),
        .clock(ClkOut[14]),
        .D(ClkData[15]),
        .Q(ClkOut[15]),
        .NotQ(ClkData[15])
    );
    dff div16 (
        .reset(reset),
        .clock(ClkOut[15]),
        .D(ClkData[16]),
        .Q(ClkOut[16]),
        .NotQ(ClkData[16])
    );
endmodule
module dff(
    input reset,
    input clock,
    input D,
    output reg Q,
    output NotQ
);
    assign NotQ = ~Q;
    always @(posedge reset, posedge clock) begin
        if (reset) begin
            Q <= 1'b0;
        end else if (clock) begin
            Q <= D;
        end
    end
endmodule
==> flow/run.sh <==
#!/bin/bash
# OpenROAD 26Q1-2900-gdf79404cd8, Yosys 0.63+post, stock flow scripts
make -C /OpenROAD-flow-scripts/flow DESIGN_CONFIG=/design/flow/config.mk WORK_HOME=/design/flow/orfs finish
==> flow/config.mk <==
export PLATFORM = sky130hd
export DESIGN_NAME = clock_div
export DESIGN_NICKNAME = clock_div
export VERILOG_FILES = /design/flow/design.v
export SDC_FILE = /design/flow/constraint.sdc
export NUM_CORES = 4
export LEC_CHECK = 1
export CORE_AREA = 10 10 85 85
export DIE_AREA = 0 0 95 95
==> flow/constraint.sdc <==
current_design clock_div

set clk_period 1.0
set clk_io_pct 0.2

create_clock -name clk0 -period $clk_period [get_ports {clock}]

set non_clock_inputs [all_inputs -no_clocks]
set_input_delay [expr $clk_period * $clk_io_pct] -clock clk0 $non_clock_inputs
set_output_delay [expr $clk_period * $clk_io_pct] -clock clk0 [all_outputs]
==> ds_physical_params.txt <==
Physical design parameters

Parameter                              Value

Final layout
  Layout cell share with drive strength beyond 1 .................. 0.02632
  Area overhead of the layout relative to synthesis .................. 23.86%
  Final Non-Filler Cells .................. about 110
  Fill cell count .................. roughly 630
  Final instance area .................. around 610 sq um
  Layout Utilization .................. 0.1116
  #MultiIn Comb .................. 0
  Combinational cell area excluding buffers and inverters .................. 0 sq um

Critical path
  Kind of start point of the critical path .................. input port
  Crit path cell chain .................. clkdlybuf4s50_1, inv_1
  Cell type of the slowest stage on the worst timing path .................. sky130_fd_sc_hd__clkdlybuf4s50_1
  Arrival time of data at the critical path endpoint .................. around 700 ps
  Buf+Inv Stages, Crit Path .................. 2
  Start point of the critical path .................. reset
  Worst Setup End Kind .................. asynchronous set/reset pin
  Worst stage delay on the critical path .................. 400 ps
  Cell count of the worst reg-to-reg path .................. 1
  Maximum fanout along the worst path .................. 2
  Worst R2R End .................. div0.Q
  Reg2Reg Launch Point .................. div0.Q
  Crit. path cell count .................. 2
  Kind of cell adding the most delay to the critical path .................. buffers and inverters
  Required time of the critical path .................. between 1000 and 1500 ps
  Worst setup path category .................. in -> async
  Reg2reg setup slack .................. approximately 530 ps

Place
  Number of instances in the placed design .................. between 100 and 150
  Detailed-placement wirelength estimate .................. 433.4 microns
  Cell Area, Placed .................. 610.6 sq um
  Post-placement setup slack .................. between 500 and 600 ps
  Routability Congestion .................. 0.6782
  Port Buffer Count .................. 2

Logic synthesis
  Top logic cell family in the synthesized netlist .................. buffers and inverters
  Area share of the largest cell type after synthesis .................. 0.8629
  Library cell occupying the most area in the post-synthesis netlist .................. sky130_fd_sc_hd__dfrtp_1
  Mean area per synthesized cell .................. ~14 sq um
  Adder and majority gate portion of the synthesized area .................. 0
  Total cells reported by yosys after synthesis .................. 35
  Synth warnings .................. 1
  Cell with the most instances after synthesis .................. sky130_fd_sc_hd__inv_1
  Flop and latch count out of synthesis .................. 17
  Post-Synthesis Cells .................. 35
  Sequential-to-total area share from yosys stat .................. 0.8629
  Number of synthesized flops with an enable pin .................. 0
  Chip area line of the yosys report .................. between 400 and 500 sq um
  Yosys xor share .................. 0
  Synthesized-area fraction occupied by ao, oa, aoi and oai cells .................. 0
  Distinct cell type count after synthesis .................. 2
  Yosys simple share .................. 0
  Most instantiated flip-flop cell in the synthesis netlist .................. sky130_fd_sc_hd__dfrtp_1
  Fraction of registers with async set/reset .................. 1.000
  Most frequent cells after synthesis .................. sky130_fd_sc_hd__inv_1 (18), sky130_fd_sc_hd__dfrtp_1 (17)
  Multiplexer area fraction after synthesis .................. 0
  Area of the mapped netlist .................. 493.0 sq um
  Top cells, area .................. sky130_fd_sc_hd__dfrtp_1 (86%), sky130_fd_sc_hd__inv_1 (14%)

Detailed routing
  Number of detailed-route iterations in the first pass .................. 4
  DRC errors left .................. 0
  Number of vias in the routed layout .................. around 180
  Drt wl/cell .................. 4.373 microns
  Ant diodes .................. 0
  Total wire length .................. 481 microns
  Number of violations reported at the end of detailed-routing iteration 0 .................. 9
  Vias per cell .................. between 1.5 and 2
  Number of nets still failing antenna checks after routing .................. 0

Clock network
  Clock slew at the register clock pins of the worst setup and hold paths .................. 0 ps
  Post-CTS Resized .................. 0
  Setup bufs post-CTS .................. 0
  Cts-stage hold buffer count .................. 0
  Late-Pin Clk Latency .................. 0 ps

STA
  Slew at the pin closest to its max-slew limit .................. between 150 and 200 ps
  Hold violation total from the final report .................. 0
  Count of endpoints without a timing constraint .................. 17
  Final setup slack of the worst path .................. ~520 ps
  Tightest slew margin relative to the limit .................. 0.8745
  Fmax .................. about 2.1 GHz
  RSZ-0062 raised after global routing .................. no
  Worst hold-check slack .................. 364.9 ps
  Number of max-slew violations in the final report .................. 0
  Setup TNS after final layout .................. 0 ps
  Skew final .................. 0 ps
  Final setup violation count .................. 0
  Register pins left without a clock .................. 16
  Share of the clock period used by the worst path after layout .................. 0.4776
  Final worst path period need .................. approximately 480 ps

Floorplan
  Ports .................. 3
  Chip area .................. between 0.009 and 0.01 sq mm
  Standard-cell rows .................. 27
  Height of the die .................. 95 microns
  Core Area .................. around 0.0055 sq mm
  Horizontal die size .................. 95 microns
  Starting Density .................. 0.09008

Power
  Peak ir drop on the vdd network .................. about 0.078 mV
  Int Power .................. 46.79 uW
  Power density relative to cell area .................. roughly 98 mW/mm^2
  Part of the power in combinational logic .................. 0.321
  Proportion of power drawn by flip-flops and latches .................. 0.679
  Net switching component of the power .................. ~13 uW
  Switching Fraction .................. 0.2161
  Cell leakage power .................. ~0.26 nW
  Overall power of the completed layout .................. around 60 uW
  Share of power burned in the clock network .................. 0

GRT
  Largest net degree at the start of global routing .................. 17
  Global-route wire length before repair .................. ~900 microns
  Grt total ovfl .................. 0
  Number of global-route vias before repair .................. about 200
  Global-route usage over all layers .................. 0.01196
  Initial antenna violation count .................. 1

Job
  Max_cap viols .................. 0
  Number of warnings in the stage logs .................. 28

Hold path
  Worst hold-check path type .................. in -> async

Run status
  Run status .................. finished clean
[metal layers]
metal / GRT usage / part of all wire
met1: 0.01810 / 0.55
met3: 0.007212 / 0.16
met4: 0 / 0
met2: 0.01487 / 0.26
met5: 0 / 0.027
[power groups by stage]
| stage | clock [mW] | combinational [mW] | sequential [mW] |
|---|---|---|---|
| final | 0 | 0.0192 | 0.0405 |
| after global routing | 0 | 0.0230 | 0.0405 |
| after CTS | 0 | 0.0207 | 0.0405 |
[state kept, by name (all words and copies together) (netlist names)]
| signal | flops |
|---|---|
| div2.Q | 1 |
| div10.Q | 1 |
| div1.Q | 1 |
| div12.Q | 1 |
| div9.Q | 1 |
| div6.Q | 1 |
| div7.Q | 1 |
| div14.Q | 1 |
| div3.Q | 1 |
| div4.Q | 1 |
| div11.Q | 1 |
| div15.Q | 1 |
| div16.Q | 1 |
| div8.Q | 1 |
| div5.Q | 1 |
| div0.Q | 1 |
| div13.Q | 1 |
[layout make-up]
class | instances | area (sq um) | area share
Timing Repair Buffer | 3 | 27.53 | 0.04508
Sequential cell | 17 | 425.4 | 0.6967
Inverter | 18 | 67.56 | 0.1107
Tap cell | 72 | 90.09 | 0.1475
[logic make-up after synthesis]
family	after synthesis
buffers and inverters	18
DFF	17
[worst max-delay path by stage]
stage | to
CTS | div0.Q
global route | div0.Q
finish | div0.Q
[cell usage in the layout, fill, tap and decap left out]
cell type / instances
sky130_fd_sc_hd__inv_1: 18
sky130_fd_sc_hd__dfrtp_1: 17
sky130_fd_sc_hd__clkdlybuf4s50_1: 2
sky130_fd_sc_hd__buf_4: 1
Power is estimated from default activity; no workload was simulated.
