==> flow/design.v <==
module full_adder(
    input fA, fB, cIn,
    output fY, cOut
);
    assign fY = fA ^ fB ^ cIn;  
    assign cOut = (fA & fB) | (fA & cIn) | (fB & cIn);
endmodule 
module subtr_4bit (
    input [3:0] A,
    input [3:0] B,
    output [3:0] dif
);
    wire [3:0] Bcomp; 
    wire [2:0] carry;
    twos_complement niceJob (
        .twoBit(B),
        .twoOut(Bcomp)
    );
    full_adder bit0 (
        .fA(A[0]),
        .fB(Bcomp[0]),
        .cIn(1'b0),
        .fY(dif[0]),
        .cOut(carry[0])
    );
    full_adder bit1 (
        .fA(A[1]),
        .fB(Bcomp[1]),
        .cIn(carry[0]),
        .fY(dif[1]),
        .cOut(carry[1])
    );
    full_adder bit2 (
        .fA(A[2]),
        .fB(Bcomp[2]),
        .cIn(carry[1]),
        .fY(dif[2]),
        .cOut(carry[2])
    );
    full_adder bit3 (
        .fA(A[3]),
        .fB(Bcomp[3]),
        .cIn(carry[2]),
        .fY(dif[3])
    );
endmodule
module twos_complement(
    input [3:0] twoBit,
    output [3:0] twoOut
);
    wire [2:0] cBit;
    full_adder two_in_bit_0 (
        .fA(~twoBit[0]),
        .fB(1'b1),
        .cIn(1'b0),  
        .fY(twoOut[0]),
        .cOut(cBit[0])
    );
    full_adder two_in_bit_1 (
        .fA(~twoBit[1]),
        .fB(1'b0),  
        .cIn(cBit[0]), 
        .fY(twoOut[1]),
        .cOut(cBit[1])
    );
    full_adder two_in_bit_2 (
        .fA(~twoBit[2]),
        .fB(1'b0),  
        .cIn(cBit[1]), 
        .fY(twoOut[2]),
        .cOut(cBit[2])
    );
    full_adder two_in_bit_3 (
        .fA(~twoBit[3]),
        .fB(1'b0),  
        .cIn(cBit[2]), 
        .fY(twoOut[3])  
    );
endmodule
==> flow/run.sh <==
#!/bin/bash
# OpenROAD 26Q1-2900-gdf79404cd8, Yosys 0.63+post, stock flow scripts
make -C /OpenROAD-flow-scripts/flow DESIGN_CONFIG=/design/flow/config.mk WORK_HOME=/design/flow/orfs finish
==> flow/config.mk <==
export PLATFORM = sky130hd
export DESIGN_NAME = subtr_4bit
export DESIGN_NICKNAME = subtr_4bit
export VERILOG_FILES = /design/flow/design.v
export SDC_FILE = /design/flow/constraint.sdc
export NUM_CORES = 4
export LEC_CHECK = 1
export CORE_AREA = 10 10 70 70
export DIE_AREA = 0 0 80 80
==> flow/constraint.sdc <==
current_design subtr_4bit

set clk_period 2.0
set clk_io_pct 0.2

create_clock -name clk0 -period $clk_period

set non_clock_inputs [all_inputs -no_clocks]
set_input_delay [expr $clk_period * $clk_io_pct] -clock clk0 $non_clock_inputs
set_output_delay [expr $clk_period * $clk_io_pct] -clock clk0 [all_outputs]
==> deck_impl_summary.md <==
Implementation Results

Status
  • Outcome: finished with violations
  • Failing checks: negative setup slack

Synthesis
  • Synth Area per Inst: 8.429 µm²
  • Post-synth top area cell: fa_1
  • Yosys Instances: 19
  • Unique masters post-synth: 6
  • Post-synth top area share: around a quarter
  • Top cell types by occurrence after synthesis: inv_1, buf_4, ha_1
  • Post-synth seq share: 0%
  • Yosys top cell by instances: inv_1
  • Mapped cell area: ~160 µm²
  • Synthesized instance count: 19
  • Yosys chip area: ~160 µm²
  • Yosys warns: 0
  • Biggest area cells: fa_1, ha_1, buf_4

Setup path
  • Crit Path Class: in2out
  • Crit path launch type: input port
  • Worst EP required: 1600 ps
  • Critical path peak fanout: 1
  • Crit. End Element: output pin
  • Crit path DAT: about 1700 ps

Placement
  • DP Wirelength: between 400 and 500 µm
  • Placer Congestion: 0.7690
  • # port buffers: 12

Layout
  • Register area: 0 µm²
  • # clk buffers: 0
  • Flop count: 0
  • Layout cells sized above 1: 55.56%
  • Synth-to-layout area growth: 116.4%
  • Final core occ: approximately a tenth

Die
  • Ports: 12
  • # rows: 21
  • Die Span Y: 80 µm
  • Total die size: 0.006400 mm²
  • CORE AREA: 0.003416 mm²
  • Die X: 80 µm
  • Floorplan Utilization: 4.689%

Run
  • Tool warnings: 35
  • Max-cap violations: 0

Global route
  • Largest net degree at the start of global routing: 3
  • First-pass GRT wire length: about 660 µm
  • Initial antenna violation count: 0
  • Overflow after GRT: 0
  • Total global-route track usage: 1.297%
  • Number of global-route vias before repair: roughly 150

Routing
  • DRC viols: 0
  • DR iter-0 viols: 0
  • Drt first pass iters: 1
  • Wirelength per Cell: 5.986 µm
  • Via count: 130
  • Drt via density: roughly 1.8
  • Final antenna diode count: 0
  • Post-route ant nets: 0
  • Final WL: 437 µm

Final timing
  • Final setup violation count: 2
  • Final hold violations: 0
  • Worst-Margin Slew: 164.8 ps
  • Fin Setup TNS: -243.4 ps
  • RSZ-0062 raised after global routing: yes
  • Setup ws final: -126.7 ps
  • Max Transition Viols Final: 0
  • Crit path time final: ~2100 ps
  • Highest Clock Rate: 470.2 MHz
  • Max-slew headroom: 88.98%
  • Period Utilization, post-route: 106.3%

Pwr
  • VDD IR max: 0.00008156 V
  • P per Cell Area: 237.3 mW/mm²
  • Leakage power: 0.1454 nW

CTS
  • Hold Buf Count CTS: 0
  • Post CTS Setup Buffer Count: 0

Min path
  • Worst hold stages: 3
  • Hold Path Class: in2out
-- worst paths after layout --
path / slack, ps / start / to
max: -130 / B[1] / dif[3]
min: 1460 / A[1] / dif[1]
-- critical path: stages --
cell	delay, ps
buf_8	90
inv_12	30
ha_4	240
fa_2	200
inv_2	40
fa_2	340
xnor2_2	140
xnor2_1	120
buf_2	110
-- report_power, final --
| part | internal, mW | switching (mW) |
|---|---|---|
| Combinational | 0.0516 | 0.0306 |
| Clock | 0 | 0 |
| Sequential | 0 | 0 |
-- cell families after synthesis --
group | count (synthesis) | synth area share [%]
adders and majority gates | 5 | 48.44
xor gates and xnor gates | 3 | 16.41
buffers and inverters | 11 | 35.16
-- final cells by class --
cell class	instances	area, µm²
inverter	7	46.29
multi-input combinational	8	131.4
fill	402	3069
timing repair buffer	12	111.4
tap	46	57.56
-- through the flow --
stage	power (mW)	instances	hold WS [ps]	setup WS, ps	instance area, µm²
final	0.08225	73	1458	-126.7	346.6
after global routing	0.09449	73	1492	-198.1	346.6
after CTS	0.08344	73	1471	-170.9	346.6
after detailed placement	0.09638	73	1852	-1131	352.8
after global placement	0.09401	73	1842	-1110	352.8
after floorplan	0.05686	19	972.6	-35.53	205.2
-- cell usage in the layout (no fill, tap or decap) --
master and n:
ha_4 1, dlygate4sd2_1 3, inv_2 3, inv_12 1, xnor2_1 1, xnor2_2 1, inv_8 1, fa_2 2
clkdlybuf4s50_1 4, buf_2 3, ha_2 1, inv_1 2, buf_8 2, xor2_1 1, ha_1 1
-- what timing repair did --
action | in CTS | in global routing
endpoints found under the hold margin | 0 | 0
gates resized | 28 | 1
endpoints found under the setup margin | 4 | 2
pin swaps | 6 | 1
-- metal layers --
layer | vias to the layer above | global-route usage [%] | share of wire (%) | routed length, µm
li1 | 65 | - | - | -
met1 | 53 | 2.395 | 61 | 266
met2 | 12 | 1.124 | 22 | 95
met3 | 0 | 0.6818 | 17 | 75
met4 | 0 | 0 | 0 | 0
met5 | - | 0 | 0 | 0
Power figures rest on the tool's default switching activity, not on a simulated workload.
